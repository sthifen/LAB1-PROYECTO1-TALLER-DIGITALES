--- flow/run.sh ---
#!/bin/bash
# OpenROAD 26Q1-2900-gdf79404cd8, Yosys 0.63+post, stock flow scripts
make -C /OpenROAD-flow-scripts/flow DESIGN_CONFIG=/design/flow/config.mk WORK_HOME=/design/flow/orfs finish
--- flow/config.mk ---
export PLATFORM = sky130hd
export DESIGN_NAME = top
export DESIGN_NICKNAME = top
export VERILOG_FILES = /design/flow/design.v
export SDC_FILE = /design/flow/constraint.sdc
export NUM_CORES = 4
export LEC_CHECK = 1
export CORE_AREA = 10 10 70 70
export DIE_AREA = 0 0 80 80
--- flow/constraint.sdc ---
current_design top

set clk_period 1.7
set clk_io_pct 0.2

create_clock -name clk0 -period $clk_period

set non_clock_inputs [all_inputs -no_clocks]
set_input_delay [expr $clk_period * $clk_io_pct] -clock clk0 $non_clock_inputs
set_output_delay [expr $clk_period * $clk_io_pct] -clock clk0 [all_outputs]
--- flow/design.v ---
`timescale 1ns / 1ps
module hex7seg_al (
  input  logic [3:0] x,
  output logic [6:0] seg_al
);
  logic [6:0] seg_cc;
  always_comb
    unique case (x)
      4'h0: seg_cc = 7'b1111110;
      4'h1: seg_cc = 7'b0110000;
      4'h2: seg_cc = 7'b1101101;
      4'h3: seg_cc = 7'b1111001;
      4'h4: seg_cc = 7'b0110011;
      4'h5: seg_cc = 7'b1011011;
      4'h6: seg_cc = 7'b1011111;
      4'h7: seg_cc = 7'b1110000;
      4'h8: seg_cc = 7'b1111111;
      4'h9: seg_cc = 7'b1111011;
      4'hA: seg_cc = 7'b1110111;  
      4'hB: seg_cc = 7'b0011111;  
      4'hC: seg_cc = 7'b1001110;  
      4'hD: seg_cc = 7'b0111101;  
      4'hE: seg_cc = 7'b1001111;  
      4'hF: seg_cc = 7'b1000111;  
      default: seg_cc = 7'b0000000;
    endcase
  assign seg_al = ~seg_cc;    
endmodule
`timescale 1ns / 1ps
module top(
  input  logic [3:0] SW,
  output logic       CA, CB, CC, CD, CE, CF, CG, DP,
  output logic [7:0] AN
);
  logic [6:0] seg;                
  hex7seg_al u_dec(.x(SW), .seg_al(seg));
  assign {CA,CB,CC,CD,CE,CF,CG} = seg;
  assign DP = 1'b1;               
  assign AN = 8'b1111_1110;       
endmodule
==> qor.csv <==
metric;value;unit
distinct lib cells;18;
f_max;0.606;GHz
power density over the cells;193;mW/mm²
die height;80;µm
max incr delay on CP;0.44;ns
total number of sequential cells;0;
synth cell count leaders;9 x buf_4, 6 x ha_1, 4 x mux2i_1, 3 x inv_1, 3 x nand3b_1;
Iteration-0 DRC Markers;3;
DRC violations left;0;
routability cong.;0.828;
WP data required;1.36;ns
initial cell density of the core;10.0;%
buffers plus inverters on the worst setup path;4;
ordered cell list for the critical path;buf_6 > inv_4 > ha_4 > inv_1 > mux4_2 > buf_2;
Synth top cell by count;buf_4;
Gate Count Post-Synth;43;
cell count after placement;107;
Leakage;0.272;nW
fin crit period;1.65;ns
ANT nets after route;0;
row cnt;21;
fin. max-slew vios;0;
DRT Pass-1 Iters;2;
cell taking the most area after synthesis;ha_1;
detailed-route via count;325;
Core Area;0.00342;mm²
Synth Seq Share;0;%
Die ar.;0.00640;mm²
max-cap violations;0;
final wirelength;970;µm
IO Port Bufs;11;
area delta synth->final;68.6;%
initial antenna violation count;0;
Crit. End Element;primary output;
I/O pins;20;
Final Cycle Share;97.1;%
vias in the first global route;321;
Yosys warning count;1;
hpwl dp;846;µm
CP top delay family;multiplexers;
Max FO, Critical Path;3;
Layout Cells excl Fill;109;
hold slack;1.09;ns
Final Cell Area;578;µm²
first-pass GRT wire length;1.52;mm
largest net degree at the start of global routing;9;
wire length per cell;8.90;µm
data arrival time of the worst path;1.31;ns
maximum vdd drop;0.0000834;V
layout cells sized above 1;44.4;%
yosys stat area;343;µm²
total grt overflow;0;
CP Class;input port to primary output;
endpoints failing setup;0;
Yosys Instances;43;
CP max stage cell;mux4_2;
Post-synth area hogs;ha_1 22%, buf_4 20%, mux2i_1 12%, mux4_2 6.6%, nand3b_1 6.6%;
Area after DPL;536;µm²
final hold violations;0;
Flop area;0;µm²
drt via density;2.98;
outcome;completed;
Die Width;80;µm
critical path launch point type;input port;
Max-area cell share;21.9;%
clock buffers;0;
tool warnings;37;
Syn Area/Cell;7.97;µm²
Synth Cell Area;343;µm²
total track usage;2.82;%
hold crit path type;input port to primary output;
Antenna Cells;0;
utilization after layout;16.9;%
## timing repair
action	in CTS	in global routing
gates resized	37	9
pin swaps	3	2
endpoints found under the setup margin	7	4
hold buffers	0	0
buffers inserted	2	0
## power by group
group          switching, mW  internal (mW)
clock network              0              0
logic                 0.0449         0.0668
registers                  0              0
total                 0.0449         0.0668
## cells in the final DEF (no fill, tap or decap)
cell type	synthesis	layout
nor2b_1	1	1
o31ai_1	1	1
inv_6	0	1
conb_1	2	9
mux2i_1	4	4
ha_2	0	2
buf_4	9	10
inv_1	3	1
a21boi_1	2	2
nand2b_1	1	1
clkdlybuf4s15_1	0	2
dlygate4sd2_1	0	2
o21ai_1	2	2
inv_4	1	2
buf_8	0	1
ha_1	6	2
or2_1	2	2
ha_4	0	2
mux4_2	1	1
buf_2	1	3
a31oi_1	2	2
nand2_1	1	1
nand3b_1	3	3
buf_6	1	4
clkbuf_2	0	2
## final cells by class
cell class,count,area (µm²)
fill,407,2840
multi-input combinational,35,298
timing repair buffer,24,198
tap,46,57.6
inverter,4,25.0
## cell families after synthesis
group	Yosys count	share of synthesized area, %
fa+ha+maj	6	21.9
simple gates	8	15.0
mux	5	18.2
compound gates	7	13.1
other cells	2	2.19
buf+inv	15	29.6
## path summary, 6_finish.rpt
check	from	to	depth (start not counted)
worst max-delay path	SW[0]	CD	6
worst min-delay path	SW[2]	CF	4
## metal layers
metal,GRT usage (%),share of wire [%],vias to the layer above
met2,4.17,39,13
met3,0.682,7.2,0
li1,-,-,167
met1,4.24,53,145
met4,0,0,0
met5,0,0,-
## per-stage QoR
stage,TNS [ns],setup WS [ns],power [mW]
after floorplan,0,0.230,0.0567
after global placement,-4.33,-0.754,0.110
after detailed placement,-4.43,-0.769,0.111
after CTS,0,0.00508,0.110
after global routing,-0.000262,-0.000262,0.126
final,0,0.0486,0.112
Power and IR drop assume default switching activity.
