==> /design/flow/design.v <==
module cla16_top(
  input  logic [15:0] a, b,
  input  logic        cin,
  output logic [15:0] sum,
  output logic        cout
);
  logic [3:0] P, G;
  logic [4:0] C;
  assign C[0] = cin;
  assign C[1] = G[0] | (P[0] & C[0]);                                       
  assign C[2] = G[1] | (P[1] & G[0]) | (P[1] & P[0] & C[0]);                
  assign C[3] = G[2] | (P[2] & G[1]) | (P[2] & P[1] & G[0])                 
                      | (P[2] & P[1] & P[0] & C[0]);
  assign C[4] = G[3] | (P[3] & G[2]) | (P[3] & P[2] & G[1])                 
                      | (P[3] & P[2] & P[1] & G[0])
                      | (P[3] & P[2] & P[1] & P[0] & C[0]);
  cla4_block U0 (.a(a[3:0]),    .b(b[3:0]),    .cin(C[0]),
                 .sum(sum[3:0]),    .cout( ),
                 .P(P[0]), .G(G[0]));
  cla4_block U1 (.a(a[7:4]),    .b(b[7:4]),    .cin(C[1]),
                 .sum(sum[7:4]),    .cout( ),
                 .P(P[1]), .G(G[1]));
  cla4_block U2 (.a(a[11:8]),   .b(b[11:8]),   .cin(C[2]),
                 .sum(sum[11:8]),   .cout( ),
                 .P(P[2]), .G(G[2]));
  cla4_block U3 (.a(a[15:12]),  .b(b[15:12]),  .cin(C[3]),
                 .sum(sum[15:12]), .cout( ),
                 .P(P[3]), .G(G[3]));
  assign cout = C[4];
endmodule
module cla4_block(
  input  logic [3:0] a, b,
  input  logic       cin,
  output logic [3:0] sum,
  output logic       cout,
  output logic       P,    
  output logic       G     
);
  logic [3:0] p, g;
  logic c1, c2, c3, c4;
  assign p  = a ^ b;
  assign g  = a & b;
  assign c1 = g[0] | (p[0] & cin);
  assign c2 = g[1] | (p[1] & g[0]) | (p[1] & p[0] & cin);
  assign c3 = g[2] | (p[2] & g[1]) | (p[2] & p[1] & g[0]) | (p[2] & p[1] & p[0] & cin);
  assign c4 = g[3] | (p[3] & g[2]) | (p[3] & p[2] & g[1]) | (p[3] & p[2] & p[1] & g[0])
                        | (p[3] & p[2] & p[1] & p[0] & cin);
  assign sum  = p ^ {c3, c2, c1, cin};
  assign cout = c4;
  assign P = &p;  
  assign G = g[3] | (p[3]&g[2]) | (p[3]&p[2]&g[1]) | (p[3]&p[2]&p[1]&g[0]);
endmodule
==> /design/flow/run.sh <==
#!/bin/bash
# OpenROAD 26Q1-2900-gdf79404cd8, Yosys 0.63+post, stock flow scripts
make -C /OpenROAD-flow-scripts/flow DESIGN_CONFIG=/design/flow/config.mk WORK_HOME=/design/flow/orfs finish
==> /design/flow/config.mk <==
export PLATFORM = sky130hd
export DESIGN_NAME = cla16_top
export DESIGN_NICKNAME = cla16_top
export VERILOG_FILES = /design/flow/design.v
export SDC_FILE = /design/flow/constraint.sdc
export NUM_CORES = 4
export LEC_CHECK = 1
export CORE_AREA = 10 10 70 70
export DIE_AREA = 0 0 80 80
==> /design/flow/constraint.sdc <==
current_design cla16_top

set clk_period 7.9
set clk_io_pct 0.2

create_clock -name clk0 -period $clk_period

set non_clock_inputs [all_inputs -no_clocks]
set_input_delay [expr $clk_period * $clk_io_pct] -clock clk0 $non_clock_inputs
set_output_delay [expr $clk_period * $clk_io_pct] -clock clk0 [all_outputs]
==> qor.txt <==
Routed WL per cell: 12.2 um
Log Warnings: 32
Layout clock buffers: 0
Gate Count Post-Synth: 109
# Cells Yosys: 109
Critical Path Most Common Cell: clkdlybuf4s50_1
Worst setup SP type: input pin
DRT iter0 DRCs: 41
Initial antenna violation count: 0
GRT Util Overall: 6.88%
Post CTS Setup Buffer Count: 0
Die Wd: 80 um
CP required: 6320 ps
Max Cap Violations: 0
RSZ-0062 raised after global routing: no
Cell Type Count: 35
Pre-CTS setup slack: 2060 ps
CP max-delay cell: clkdlybuf4s50_1
Crit Path Max Fanout: 5
Number of diodes: 0
Final WL: 2510 um
Core outline area: 3420 um^2
Worst Setup Slack, final: 2080 ps
Number of global-route vias before repair: 829
Post-synthesis sequential area ratio: 0%
Crit Path Category: in -> out
Power per cell area: 81.9 nW/um^2
Yosys top cell by area: ha_1
First-pass GRT wire length: 3750 um
FP Util: 24.2%
CP endpoint kind: primary output
Via-to-Cell Ratio: 4.69
Top cells, area: ha_1 (24%), fa_1 (9.7%), xnor2_1 (7.4%)
Row count: 21
Setup tns final: 0 ps
Vias: 961
Num ports: 50
Layout cells sized above 1: 3.77%
Slowest stage delay, CP: 480 ps
Hold Vio Cnt, Final: 0
Grt met1 use: 9.65%
Setup violators final: 0
Residual DRC count: 0
Port-buffer cells: 50
Yosys warnings: 0
Final Critical Period: 5820 ps
# fillers: 357
Syn Area/Cell: 7.59 um^2
Gr busiest metal: met2
Die Size: 6400 um^2
Chip height: 80 um
Synthesized cell area: 827 um^2
Hold crit path type: in -> out
Fmax: 172 MHz
Hold buffers post-CTS: 0
ANT nets after route: 0
Met2 usage: 10.9%
CP arrival: 4240 ps
Post-DP HPWL: 2250 um
Worst VDD drop: 0.0357 mV
Synth top area share: 24.2%
Final Max-Slew Violation Tally: 0
Largest net degree at the start of global routing: 8
Leakage Power: 0.000570 uW
Flops: 0
CP Cell Sequence: clkdlybuf4s50_1 -> ha_1 -> and2_1 -> a221oi_2 -> a21oi_2 -> or2_1 -> fa_1 -> xor2_1 -> clkdlybuf4s50_1
# resized after CTS: 0
Fin crit share: 73.7%
RePlAce Congestion: 0.797
Worst slew margin: 72.1%
Sequential cell area: 0 um^2
Worst Max-Slew Pin Slew: 416 ps
Global route total overflow: 0
Area Overhead vs Synth: 67.5%
Chip area line of the yosys report: 827 um^2
Status: completed
Met3 usage: 1.82%
First-pass iteration count of the detailed router: 4
==> where the power goes <==
| part | switching [uW] | internal [uW] |
|---|---|---|
| Sequential | 0 | 0 |
| Clock | 0 | 0 |
| Combinational | 41.5 | 72.0 |
| Total | 41.5 | 72.0 |
==> Yosys cell counts (3+ instances only) <==
cell type and number:
ha_1 16, a21oi_1 8, nor2_1 13, nand4_1 3, nand3_1 5, inv_1 12, nand2_1 4, xnor2_1 7
fa_1 4
==> path summary, 6_finish.rpt <==
kind | cells past startpoint | end | startpoint | slack [ps]
worst max-delay path | 9 | sum[9] | a[3] | 2080
worst min-delay path | 5 | sum[0] | cin | 4230
==> layout by cell type (no fill, tap or decap), types with 2 or more instances in the layout <==
master and count:
fa_1 4, and3_1 2, o41ai_1 2, or2_2 2, nand4_1 3, nor3_1 2, o21a_1 2, nor2_1 13
o21ai_0 2, clkdlybuf4s50_1 50, nand3_1 5, ha_1 16, o211ai_1 2, a211oi_1 2, nand2_1 4, o31a_1 2
o21bai_1 2, inv_1 12, a21oi_1 8, o2111ai_1 2, xnor2_1 7
==> worst max-delay path: cells and delay by family <==
kind | cells | cell delay [ps]
AND-OR/OR-AND | 2 | 430
AND/OR/NAND/NOR | 2 | 450
buffers and inverters | 2 | 880
adder cells (fa/ha/maj) | 2 | 750
XOR/XNOR | 1 | 150
==> metrics by stage <==
stage,power [uW],std cells,instance area [um^2],utilization [%],hold WS (ps)
2_1_floorplan,51.0,109,827,-,3270
3_3_place_gp,114,205,1390,40.5,4240
3_5_place_dp,114,205,1390,40.5,4260
4_1_cts,115,205,1390,40.5,4260
5_1_grt,126,205,1390,40.5,4310
6_report,113,205,1390,40.5,4230
==> cells by family after synthesis <==
| logic type | share of synthesized area, % |
|---|---|
| XOR/XNOR | 8.47 |
| buffers and inverters | 5.45 |
| AND-OR/OR-AND | 31.9 |
| adder cells (fa/ha/maj) | 33.9 |
| AND/OR/NAND/NOR | 20.3 |
==> metal layers <==
layer	vias to the layer above	routed length, um
li1	508	-
met1	422	1190
met2	31	1100
met3	0	222
met4	0	0
met5	-	0
==> cell type report <==
cell class	instances	area (um^2)	area share, %
timing repair buffer	50	500	36.1
tap	46	57.6	4.16
multi-input combinational	97	782	56.5
inverter	12	45.0	3.25
No activity file was given, so power comes from the tool's default toggle rates.
