`flow/config.mk`:
```
export PLATFORM = sky130hd
export DESIGN_NAME = control_de_leds_switch_botones
export DESIGN_NICKNAME = control_de_leds_switch_botones
export VERILOG_FILES = /design/flow/design.v
export SDC_FILE = /design/flow/constraint.sdc
export NUM_CORES = 4
export LEC_CHECK = 1
export CORE_AREA = 10 10 70 70
export DIE_AREA = 0 0 80 80
```
`flow/constraint.sdc`:
```
current_design control_de_leds_switch_botones

set clk_period 1.0
set clk_io_pct 0.2

create_clock -name clk0 -period $clk_period

set non_clock_inputs [all_inputs -no_clocks]
set_input_delay [expr $clk_period * $clk_io_pct] -clock clk0 $non_clock_inputs
set_output_delay [expr $clk_period * $clk_io_pct] -clock clk0 [all_outputs]
```
`flow/design.v`:
```
module control_de_leds_switch_botones(
    input  logic [15:0] sw,     
    input  logic [3:0]  btn,    
    output logic [15:0] led     
);
    always @(*) begin
        led[3:0]    = (btn[0]) ? 4'b0000 : sw[3:0];    
        led[7:4]    = (btn[1]) ? 4'b0000 : sw[7:4];    
        led[11:8]   = (btn[2]) ? 4'b0000 : sw[11:8];
        led[15:12]  = (btn[3]) ? 4'b0000 : sw[15:12];
    end
endmodule
```
`flow/run.sh`:
```
#!/bin/bash
# OpenROAD 26Q1-2900-gdf79404cd8, Yosys 0.63+post, stock flow scripts
make -C /OpenROAD-flow-scripts/flow DESIGN_CONFIG=/design/flow/config.mk WORK_HOME=/design/flow/orfs finish
```
==> notes.md <==
Results of the run.

The power density relative to cell area is 244 nW/µm². The flow ran to the end, and the final reports show no timing, DRC or antenna violations. The tool warning count is 32.

The post-place instance area is 518 µm². The total I/O pin count is 36. Data on the critical path is required at its endpoint by 0.80 ns. The number of cells traversed by the worst hold path is 3. The routed wirelength normalized by instance count is 7.99 µm.

In the finished design, the share of the clock period the worst path needs comes to 88.2%. The smallest setup slack after layout is 0.118 ns. From bottom edge to top edge, the die measures 80 µm. After detailed routing, the number of vias per cell comes to 2.60. Averaged over all synthesized cells, the footprint is 6.26 µm².

The number of setup buffers added after CTS is 0. The count of warnings emitted by yosys is 1. The post-synthesis sequential area ratio is 0%. The power report attributes to the combinational group a share of 100.0%. STA reports the tightest min-delay check as being of type input pin to output pin. In the power breakdown, the internal column shows 75.6 µW. The cell count after synthesis is 16.

Before CTS, the worst setup slack after placement is -0.482 ns. The net load switching power is 25.2 µW. In the Yosys report the total cell count is 16. The final max-slew violation count recorded for this run is 0. The count of placed standard cells in the final layout, fillers left out is 98. The wire length on met3 is 283 µm. The number of DRC violations after detailed routing is 0. Setup repair after global routing left no endpoint under its margin.

The footprint of the flip-flops and latches is 0 µm². The number of distinct standard cells referenced by the synthesized netlist is 1. The post-cts hold buffer count is 0. The area growth from synthesis to layout is 313%. The cell total after placement is 98. The proportion of power drawn by flip-flops and latches is 0%. Based on the critical path, the design can be clocked at up to 1130 MHz.

The placer congestion estimate is 0.724. For the completed layout, the total cell area is recorded as 413 µm². The arrival time at the worst endpoint is 0.68 ns. Total global-route track usage over all layers is 2.12%. The total via count after detailed routing is 255. STA classifies the critical path startpoint as an input pin. The post-route report lists met1 wire length as 375 µm.

Subtracting the final worst setup slack from the clock period gives 0.882 ns. Measured along the x axis, the die boundary spans 80 µm. In this run the worst path has a maximum fanout of 4.

The proportion of layout cells with a drive suffix above 1 is 30.8%. The die covers 6400 µm². The final setup violation count is 0. The analysis reports a worst IR drop on VDD of 0.0568 mV. The first-pass iteration count of the detailed router is 1. The first global-routing pass estimated 1150 µm of wire. The number of global-route vias before repair is 278. The final timing report lists a hold violation count of 0.

The total power consumption of the routed design is 101 µW. Across all checked pins, the minimum headroom to the slew limit is 91.4%. The power report puts the leakage power at 0.216 nW.

Once iteration 0 of detailed routing completed, the report listed 0 DRC markers. The count of clock buffers in the final design is 0. The floorplan has 21 rows.

Counting the fill cells in the layout gives 423. Looking at the setup timing report, the critical path kind is input pin to output pin. The capturing element type of the critical path is an output pin. The pin count of the biggest net entering global routing is 5.

The quantity of I/O buffers inserted on ports is 36. The hold-critical path endpoint is led[13]. The script computed the net switching share of total power as 25.0%. The remaining global-route overflow is 0. The number of antenna violations at the first check in global routing was 0. The number of maximum-capacitance constraint violations is 0.

Summing every instance area after synthesis gives 100 µm². After detailed routing, no signal wire sits above met3. The layout sequential cell count is 0. The total detailed-routing wirelength is 783 µm.

The antenna diode count is 0. The initial core utilization is 2.93%. The hold path startpoint is sw[13]. Looking at the max-slew report, the worst-margin pin has a slew of 0.128 ns. The clock network fraction of design power is 0%. The core outline area is 3420 µm². The detail route stage leaves a number of antenna-violating nets equal to 0. The summed standard-cell area reported by yosys is 100 µm². The wire length on met2 is 124 µm.
critical path, stage by stage:
cell and delay [ns]:
dlygate4sd2_1 0.26, nor2b_1 0.11, buf_2 0.11
what timing repair did:
item                                   4_1_cts  5_1_grt
setup endpoints to repair                   16        0
endpoints found under the hold margin        0        0
gates resized                               68        0
synthesized netlist by cell type, drive strengths merged:
master | number | share of area [%]
nor2b | 16 | 100
cell families after synthesis:
group | count (synthesis) | synth area share (%)
AND/OR/NAND/NOR | 16 | 100
worst max path at each step:
stage | end | cells after the start | start
global route | led[7] | 3 | btn[1]
CTS | led[7] | 3 | btn[1]
finish | led[7] | 3 | btn[1]
power groups by stage:
stage                 clock (mW)  sequential, mW  combinational (mW)
after CTS                      0               0               0.104
after global routing           0               0               0.117
final                          0               0               0.101
metrics by stage:
step	TNS, ns	utilization, %	hold WS [ns]
6_report	0	12.1	0.780
5_1_grt	0	12.1	0.805
4_1_cts	0	12.1	0.788
3_5_place_dp	-7.53	15.2	1.31
3_3_place_gp	-7.28	15.2	1.31
2_1_floorplan	0	-	0.413
layout by cell type, fill, tap and decap left out:
cell,Yosys,layout
nor2b_1,16,16
buf_2,0,16
dlygate4sd2_1,0,20
metal layers:
| layer | vias to the layer above | GRT usage (%) |
|---|---|---|
| li1 | 121 | - |
| met1 | 98 | 2.77 |
| met2 | 36 | 1.77 |
| met3 | 0 | 3.18 |
| met4 | 0 | 0 |
| met5 | - | 0 |
layout make-up:
type                       count  area, µm²  area share [%]
timing repair buffer          36        255            61.8
multi-input combinational     16        100            24.2
tap                           46       57.6            13.9
Power figures rest on the tool's default switching activity, not on a simulated workload.
